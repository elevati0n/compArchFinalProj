## flow/design.v

```verilog
module alu( output reg[31:0] aluresult, output zero,
            input[3:0] operation, input[31:0] data_a, input [31:0] data_b );
  assign zero = (aluresult == '0);    
  always @ (operation or data_a or data_b) begin
    case (operation)
      4'b0000: begin  
        aluresult = data_a & data_b;
      end
      4'b0001: begin  
        aluresult = data_a | data_b;
      end
      4'b0010: begin  
        aluresult = data_a + data_b;
      end
      4'b0110: begin  
        aluresult = data_a - data_b;
      end
      4'b0111: begin  
        if  
          ((data_a[31] == 1) && (data_b [31] == 0))
          begin 
          aluresult = 1;
        end
       else if  
          ((data_b[31] == 1) && (data_a [31] == 0))
          begin 
          aluresult = 0;
        end
       else if  
          ((data_b[31] == 1) && (data_a [31] == 1))
          begin
          aluresult = data_a > data_b ? 1 : 0;
        end
        else  
        begin
          aluresult =  data_a < data_b ? 1 : 0;
      end  
      end
      4'b1100: begin  
        aluresult = ~( data_a  | data_b );
      end
      default: begin
        aluresult = data_a + data_b;
      end
    endcase
  end
endmodule
module alu_control(input[1:0] aluop, input[5:0] funct, output reg[3:0] operation );
  always @ (aluop or funct) begin
    if (aluop == 2'b00)     
      operation = 4'b0010;       
    else if (aluop == 2'b01)    
      operation = 4'b0110;       
    else if (aluop == 2'b10 && funct == 6'b100000)
      operation = 4'b0010;       
    else if (aluop[1] == 1 && funct == 6'b100010)
      operation = 4'b0110;        
    else if (aluop == 2'b10 && funct == 6'b100100)
      operation = 4'b0000;       
    else if (aluop == 2'b10 && funct== 6'b100101)
      operation = 4'b0001;       
    else if (aluop == 2'b10 && funct == 6'b101010)
      operation = 4'b0111;       
  end
endmodule
module andGate(input in0, input in1, output reg out);
	always @(in0 or in1) begin
		if ((in0 == 1 ) && (in1 == 1))
				out = 1; 
		else 
			out = 0;
		end
endmodule
module combineSLPC4(
	input [3:0] aluPlus4,
	input [25:0] instr,
	output reg [31:0] out
	); 
	always @ (aluPlus4 or instr) begin 
		out = {aluPlus4, instr, 2'b00};
	end
endmodule
module controlunit ( output reg regdest, output reg jump, output reg branch, output reg memread,
                     output reg memtoreg, output reg memwrite, output reg alusrc, output reg regwrite,
                     output reg[1:0] aluop, input [5:0] opcode );
  always @ (opcode) begin
    {regdest, alusrc, memtoreg, regwrite, memread, memwrite, branch, jump, aluop}=10'b0000000000;
    case (opcode)
      6'b00000 : begin  
        regdest = 1;
        regwrite = 1;
        aluop = 2'b10;
      end
      6'b100011: begin  
        alusrc = 1;
        memtoreg = 1;
        regwrite = 1;
        memread = 1;
      end
      6'b101011: begin  
        alusrc = 1;
	   memwrite = 1;
      end
      6'b000100: begin  
        branch = 1;
        aluop = 2'b01;
      end
      6'b001000: begin  
        regwrite = 1;
	alusrc = 1;
      end
      6'b001001: begin  
        regwrite = 1;
	   alusrc = 1;
      end
      6'b000010: begin  
        jump = 1;
      end
    endcase
  end
endmodule
module mux32_2_1(
	input s,
	input [31:0] in0,
	input [31:0] in1,
	output reg [31:0] out
	);
	always @(s or in0 or in1)
		if (s==1) begin
			out = in1;
		end
		else if (s==0) begin
			out = in0;
		end
endmodule
module mux4_2_1(
		input [4:0] in0,
		input [4:0] in1,
		input s,
		output reg [4:0] out);
	always @(s or in0 or in1)
		if (s==1) begin
			out = in1;
	 end 
	 else begin 
			out = in0;
	 end
endmodule
module pc_counter(
		input clk,
		input reset,
		input [31:0] next_addr,
		output reg [31:0] current
		);
	reg [31:0] internalReg;
	always @(posedge clk) begin
		if (reset == 1) 
			begin
				current[31:0] = 32'h00003000;
			end
		else begin
			current = next_addr; 		
		end
	end
endmodule
module Processor(
	clk,
	reset,
    inst_addr,
    instr,
	data_addr,
	data_out,
	mem_read,
	mem_write,
	data_in
);
	input clk;
	input reset;
	output [31:0]  inst_addr;
	input  [31:0]  instr;
	output [31:0]  data_addr;
	output  [31:0]  data_out;
	output        mem_read;
	output          mem_write;
	input  [31:0]  data_in;
	wire [31:0] jumpMux1, next_addr, instr_add_4;
	pc_counter pc_counter(
		.clk      (clk     ), 	 
		.reset    (reset   ), 	 
		.next_addr     (next_addr    ), 	 
		.current  (inst_addr));	 
	alu aluPLus4 (
		.aluresult  (instr_add_4),  
		.zero       (      ), 		 
		.operation  (4'b0010 ), 	 
		.data_a     (inst_addr), 	 
		.data_b     (4    ));		 
	wire [31:0] alu_out;
	combineSLPC4 combineSLPC4 (
		.aluPlus4  (instr_add_4[31:28]),  
		.instr  (instr[25:0] ),  
		.out  (jumpMux1 ));	 
	mux32_2_1 mux32_2_1 (
		.s    (jump	),  
		.in0  (alu_out ),  
		.in1  (jumpMux1),  
		.out  (next_addr )); 
	wire [1:0] aluop;
	controlunit controlunit (
		.regdest   (regdest  ),  
		.jump      (jump     ),  
		.branch    (branch   ),  
		.memread   (mem_read  ),  
		.memtoreg  (memtoreg ),  
		.memwrite  (mem_write ),  
		.alusrc    (alusrc   ),  
		.regwrite  (regWrite ),  
		.aluop     (aluop    ),  
		.opcode    (instr[31:26]   ));  
    wire [4:0] writeReg;  
    wire [31:0] writeData; 
    wire  [31:0] readData1;
	reg_file reg_file (
		.readReg1   (instr[25:21]),  
		.readReg2   (instr[20:16]),  
		.writeReg   (writeReg  ),    
		.writeData  (writeData ),    
		.regWrite   (regWrite  ),    
		.clk        (clk       ),    
		.readData1  (readData1 ),    
		.readData2  (data_out ));   
	mux4_2_1 mux4_2_1 (
		.in0  (instr[20:16]),  
		.in1  (instr[15:11]),  
		.s    (regdest), 
		.out  (writeReg));  
		wire [31:0] shiftLeftIn;
	sign_extend sign_extend (
		.extendMe  (instr[15:0]),  
		.extended  (shiftLeftIn));  
		wire [31:0] aluAddB;
	shiftleft2 shiftleft2 (
		.shiftMe  (shiftLeftIn[29:0]),   
		.shifted  (aluAddB ));		 
	  wire [31:0] aluAddresult;
	alu aluAdd (
		.aluresult  (aluAddresult ),  
		.zero       (      ),  
		.operation  (4'b0010),  
		.data_a     (instr_add_4  ),   
		.data_b     (aluAddB    ));  
	mux32_2_1 mux32_2_1_b (
		.s    (andGateOut   ),  
		.in0  (instr_add_4 ),   
		.in1  (aluAddresult ),  
		.out  (alu_out ));  
	wire [3:0] operation;
	alu_control alu_control (
		.aluop      (aluop),   
		.funct      (instr[5:0]     ),  
		.operation  (operation ));  
	wire [31:0] aluB;
	mux32_2_1 mux32_2_bottom (
		.in0  (data_out ),  
		.in1  (shiftLeftIn ),   
		.s    (alusrc   ),   
		.out  (aluB ));  
	alu aluMain (
		.aluresult  (data_addr ),	  
		.zero       (zero      ),	  
		.operation  (operation ), 		 
		.data_a     (readData1    ),	  
		.data_b     (aluB    ));	 
	andGate andGate (
		.in0  (branch ),  
		.in1  (zero),   
		.out  (andGateOut));  
	mux32_2_1 mux32_2_1data (
		.s    (memtoreg   ),  
		.in0  (data_addr ),   
		.in1  (data_in ), 	  
		.out  (writeData ));  
endmodule
module reg_file(
input [4:0] readReg1, readReg2, writeReg,
input [31:0] writeData,
input regWrite, clk,
output reg [31:0] readData1, readData2
);
reg [31:0] regFile [31:0];
integer k;
initial begin 
  for (k = 0; k <= 31; k = k +1) 
    regFile[k] <= 0;
  end
always@(readReg1 or readReg2) begin
	 readData1 <= regFile[readReg1];
	 readData2 <= regFile[readReg2];
end
always@(negedge clk) begin
	if(regWrite)
		regFile[writeReg] <= writeData;
end
endmodule
module shiftleft2(
	input [29:0] shiftMe,
	output reg [31:0] shifted);
	always @(shiftMe) begin
		shifted = {shiftMe[29:0], 2'b00}; 
	end
endmodule
module sign_extend(
	input [15:0] extendMe,
	output reg [31:0] extended);
	always @(extendMe) 
		begin if 
				(extendMe[15] == 0) 
			extended =  {16'b0000000000000000, extendMe};
		else if (extendMe[15] == 1)  
			extended =  {16'b1111111111111111, extendMe};
		end
endmodule
```

## flow/config.mk

```make
export PLATFORM = sky130hd
export DESIGN_NAME = Processor
export DESIGN_NICKNAME = Processor
export VERILOG_FILES = /design/flow/design.v
export SDC_FILE = /design/flow/constraint.sdc
export NUM_CORES = 4
export LEC_CHECK = 1
export CORE_UTILIZATION = 30
```

## flow/constraint.sdc

```tcl
current_design Processor

set clk_period 27.2
set clk_io_pct 0.2

create_clock -name clk0 -period $clk_period [get_ports {clk}]

set non_clock_inputs [all_inputs -no_clocks]
set_input_delay [expr $clk_period * $clk_io_pct] -clock clk0 $non_clock_inputs
set_output_delay [expr $clk_period * $clk_io_pct] -clock clk0 [all_outputs]
```

## flow/run.sh

```bash
#!/bin/bash
# OpenROAD 26Q1-2900-gdf79404cd8, Yosys 0.63+post, stock flow scripts
make -C /OpenROAD-flow-scripts/flow DESIGN_CONFIG=/design/flow/config.mk WORK_HOME=/design/flow/orfs finish
```

==> qor.csv <==
metric,value,unit
Post-DP HPWL,118,mm
Antenna Nets Post-Route,0,
die span in y,436,microns
Vias/cell,5.32,
clock buffer count from CTS,114,
GRT Total Usage,21.5,%
layout cells sized above 1,24.5,%
"Avg Cell Area, Syn",16.5,sq um
Hold Path Class,reg2reg,
Psw,1660,uW
number of enable flip-flop cells,1024,
max-cap viol count,0,
CTS Root Cell,clkbuf_16,
"most used cell, CP",mux4_2,
area figure in the yosys stat output,0.0565,sq mm
initial antenna violation count,0,
number of global-route vias before repair,42500,
CTS tree,done,
PortBufs,161,
DRT Pass-1 Iters,6,
RSZ-0062 raised after global routing,no,
# fillers,17000,
relative slew slack,37.2,%
outcome,completed,
critical-path cell list,mux4_2 > mux4_2 > mux2_2 > nor2_1 > or2_2 > inv_1 > ha_1 > fa_1 > nor2b_1 > o31ai_4 > o21ai_1 > o21ai_2 > o221ai_2 > a221o_1 > a21oi_1 > nor4_1 > a311o_1 > clkdlybuf4s50_1,
VDD IR max,57.0,uV
worst skew pair latency,770,ps
Worst setup SP type,register,
ys async rst share,0,%
DRT iter0 DRCs,2705,
Post-Syn Instances,3419,
GPL Wtd Cong,0.977,
endpoints left unconstrained,3,
fin. max-slew vios,0,
Crit. End Element,output pin,
endpoints failing setup,0,
chip area,0.190,sq mm
Leak,0.0268,uW
Cell Pwr Density,75.5,mW/mm^2
routed length per instance,26.6,microns
postcts setup bufs,0,
largest net degree at the start of global routing,84,
total wire length,192,mm
Init Core Util,30.3,%
register pins left without a clock,3,
dominant register cell,edfxtp_1,
Tightest Pin Transition,940,ps
critical path data arrival time,20230,ps
yosys warns,19,
H-tree Lvls,3,
WP data required,21760,ps
Hold Slack,682,ps
skew final,65.1,ps
pre-CTS WS,1250,ps
"slowest stage delay, CP",560,ps
Area Growth Syn to Fin,23.7,%
Post-Syn Area,0.0565,sq mm
highest fanout seen on the critical path,7,
CTS Buffer Depth,3,
# Cells Yosys,3419,
vias post-DR,38300,
Setup Total Neg Slack,0,ps
distinct cell type count after synthesis,97,
most frequent logic cell in the layout,inv_1,
tool warnings,1093,
Overflow after GRT,0,
Worst Slack Setup Final,1530,ps
sequential fraction of design power,38.2,%
hold buffers post-CTS,0,
combinational share of power,17.8,%
CP max-delay cell,clkdlybuf4s50_1,
Setup CP Type,reg2out,
IO Count,164,
Core Area,0.186,sq mm
most numerous logic cells after layout,"inv_1 (1159), edfxtp_1 (1024), mux4_2 (640)",
Clock Power Share,44.0,%
die width,436,microns
CTS resizes,0,
Pint,3610,uW
Worst-path clk slew,70,ps
Synth flops,1057,
Final Hold Viols,0,
first-pass GRT wire length,276,mm
Ant. Diodes,0,
sw frac,31.5,%
DRC Markers,0,
row count,158,
## cell type report
| class | count | area (sq um) | area share [%] |
|---|---|---|---|
| tap | 2480 | 3100 | 4.44 |
| inverter | 120 | 455 | 0.652 |
| clock inverter | 1119 | 5250 | 7.51 |
| clock buffer | 115 | 2880 | 4.12 |
| timing repair buffer | 308 | 2810 | 4.02 |
| sequential | 1057 | 31400 | 44.9 |
| multi-input combinational | 2008 | 24000 | 34.3 |
## cell families (layout without fill, tap and decap cells)
kind of cell               count (synthesis)  after routing  synth area share, %
AOI/OAI and AO/OA                        461            461                 5.58
xor gates and xnor gates                  67             67                 1.04
adders and majority gates                131            131                 2.94
buffers and inverters                    355           1662                 2.48
DFF                                     1054           1054                 55.5
latches                                    3              3               0.0798
muxes                                    713            713                 27.0
other                                      1              2              0.00664
and+or+nand+nor                          634            634                 5.41
## worst paths after layout
| kind | start | to | slack (ps) | cells after the start |
|---|---|---|---|---|
| setup / recovery | reg_file.regFile[3][0] | data_addr[28] | 1530 | 18 |
| hold reg to reg | pc_counter.current[31] | pc_counter.current[31] | 680 | 3 |
| setup reg to reg | reg_file.regFile[3][0] | pc_counter.current[26] | 6770 | 21 |
| hold / removal | pc_counter.current[31] | pc_counter.current[31] | 680 | 3 |
## power by group through the flow
stage	logic (uW)	registers [uW]	clock network (uW)
6_report	939	2020	2320
5_1_grt	1020	2010	2560
4_1_cts	938	2020	2390
## cells in the mapped netlist, types with 24 or more instances
library cell / number / area (sq um)
clkbuf_1: 159 / 597
nand4_1: 25 / 156
mux4_2: 640 / 14400
o21ai_0: 86 / 430
a21oi_1: 111 / 556
xnor2_1: 43 / 377
nor3_1: 44 / 220
or2_2: 26 / 163
buf_1: 52 / 195
ha_1: 128 / 1600
a211oi_1: 25 / 188
edfxtp_1: 1024 / 30700
inv_1: 120 / 450
a21o_1: 26 / 195
nand2_1: 140 / 526
mux2_2: 63 / 709
nand3_1: 43 / 215
o211ai_1: 28 / 210
dfxtp_1: 30 / 601
xor2_1: 24 / 210
nor2_1: 227 / 852
## worst max-delay path: cells and delay by family, from the launching register on
family | cells | cell delay [ps]
adder cells (fa/ha/maj) | 2 | 680
flip-flops | 1 | 370
buffers and inverters | 2 | 610
AND-OR/OR-AND | 7 | 2370
AND/OR/NAND/NOR | 4 | 590
multiplexers | 3 | 1270
## per-stage QoR
stage | power [uW] | utilization (%) | instances | instance area (sq um)
2_1_floorplan | 2790 | - | 3420 | 56500
3_5_place_dp | 3190 | 33.2 | 5974 | 61800
4_1_cts | 5340 | 37.5 | 7207 | 69900
3_3_place_gp | 3190 | 33.2 | 5974 | 61800
6_report | 5280 | 37.5 | 7207 | 69900
5_1_grt | 5590 | 37.5 | 7207 | 69900
## routing by layer
| layer | part of all wire, % | global-route usage [%] | up-vias | wire length [microns] |
|---|---|---|---|---|
| li1 | - | - | 16600 | - |
| met1 | 32 | 22.7 | 18900 | 62000 |
| met2 | 47 | 31.4 | 2445 | 89400 |
| met3 | 17 | 17.1 | 370 | 32200 |
| met4 | 4.1 | 9.32 | 8 | 7920 |
| met5 | 0.11 | 1.08 | - | 220 |
## state kept, by name (all words and copies together) (netlist names)
name                   count
reg_file.regFile        1024
alu_control.operation      3
pc_counter.current        30
No activity file was given, so power comes from the tool's default toggle rates.
