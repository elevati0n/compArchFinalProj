**config.mk**
```make
export PLATFORM = sky130hd
export DESIGN_NAME = reg_32
export DESIGN_NICKNAME = reg_32
export VERILOG_FILES = /design/flow/design.v
export SDC_FILE = /design/flow/constraint.sdc
export NUM_CORES = 4
export LEC_CHECK = 1
export CORE_AREA = 10 10 98 98
export DIE_AREA = 0 0 108 108
```
**constraint.sdc**
```tcl
current_design reg_32

set clk_period 1.5
set clk_io_pct 0.2

create_clock -name clk0 -period $clk_period [get_ports {clk}]

set non_clock_inputs [all_inputs -no_clocks]
set_input_delay [expr $clk_period * $clk_io_pct] -clock clk0 $non_clock_inputs
set_output_delay [expr $clk_period * $clk_io_pct] -clock clk0 [all_outputs]
```
**design.v**
```verilog
module reg_32(
input [31:0] in,
input clk,rst,en,
output reg [31:0] out
);
always@(posedge clk, posedge rst)
begin
	if(rst)
		out <= 0;
	else if(en)
		out <= in;
end
endmodule
```
**run.sh**
```bash
#!/bin/bash
# OpenROAD 26Q1-2900-gdf79404cd8, Yosys 0.63+post, stock flow scripts
make -C /OpenROAD-flow-scripts/flow DESIGN_CONFIG=/design/flow/config.mk WORK_HOME=/design/flow/orfs finish
```
==> Table 3: Implementation characteristics <==
Physical implementation characteristics

Parameter                              Value

Worst hold path
  Path class of the lowest-slack min-delay path    input pin to async pin

Critical path
  Cell class contributing the biggest share of worst-path delay    buffers and inverters
  Launch point of the worst reg-to-reg path    out[21]
  Arrival time at the worst endpoint    1130 ps
  Slowest cell delay on critical path    480 ps
  Setup slack, reg-to-reg    730 ps
  Kind of end point of the critical path    primary output
  Slowest-stage cell, CP    sky130_fd_sc_hd__clkdlybuf4s50_1
  Cells along the critical path    clkdlybuf4s50_1
  CP Class    flip-flop to primary output
  Largest fanout of any net on the critical path    2
  Critical path buffer and inverter count    1
  Type of element launching the critical path    flip-flop
  Number of cells on the worst reg-to-reg path    1
  Worst R2R End    out[21]
  Data required time at the worst endpoint    1200 ps

Placed design
  Final RePlAce weighted congestion    0.713
  Placement-stage cell area    0.00210 mm²
  Detailed Place HPWL    2.39 mm
  Buffers added on ports    66
  Pre-CTS WS    344 ps

Timing
  Count of endpoints failing setup in the final report    0
  Slack of the critical path    74.7 ps
  Total count of max-transition violations in the final report    0
  Setup repair after global routing missed its margin    false
  Worst-case headroom to the max-slew limit    83.4%
  Clock skew after layout    0 ps
  Maximum achievable frequency    0.702 GHz
  Fraction of the cycle the final worst path needs    95.0%
  Setup TNS    0 ps
  Number of hold violations in the final report    0
  Final min period    1430 ps
  Worst hold margin    368 ps
  Measured slew at the worst slew-check pin    248 ps

CTS
  Clock slew at reported path FFs    70 ps
  Clock Path Buffers    2
  Worst skew pair latency    280 ps
  CTS HTree Levels    2
  Clock tree from TritonCTS    yes
  CTS Hold Bufs    0
  Root Buffer Master    sky130_fd_sc_hd__clkbuf_8
  CTS buffer count    5
  Resized Gates After CTS    0
  Clk sink count    32
  Setup Fix Bufs, Post-CTS    0

Run status
  Run status    completed

Floorplanning
  Core Area    0.00765 mm²
  Die outline area    0.0117 mm²
  Horizontal extent of the die    108 µm
  # rows    32
  Ports    67
  Overall die height    108 µm
  Initial standard-cell utilization of the core    17.6%

Global routing
  Total Routing Usage GR    5.65%
  Pin count of the biggest net entering global routing    33
  Remaining global-route overflow    0
  Antenna violations before repair    0
  Vias in the first global route    930
  Wire length of the first global-routing pass    5.26 mm

Layout
  Most common logic cell in the routed design    sky130_fd_sc_hd__clkdlybuf4s50_1
  Util after Layout    28.6%
  Number of flip-flops in the largest register    32
  Largest registers in the final layout    out: 32 flops
  Register name with the most flops    out
  Area Growth Syn to Fin    62.4%
  Most instantiated logic cells after routing    65 x sky130_fd_sc_hd__clkdlybuf4s50_1, 32 x sky130_fd_sc_hd__dfrtp_1, 30 x sky130_fd_sc_hd__mux2_4
  Fraction of layout cells with a size suffix above 1    29.1%
  Total non-filler cell area in the finished layout    0.00219 mm²

Pwr
  Highest ir drop seen on vdd    0.000344 V
  Cell leakage power    0.956 nW
  Pwr/cell area    965 mW/mm²

Synthesis
  Cell count listed in synth_stat.txt    69
  Cell Area, Synth    0.00135 mm²
  Count of unique library cells instantiated by Yosys    6
  Number of synthesis warnings    1
  Portion of synthesized cell area occupied by the leading cell type    59.4%
  Yosys top cell by area    sky130_fd_sc_hd__dfrtp_1
  Total cell area reported by yosys after synthesis    0.00135 mm²
  Mapped Avg Cell Area    19.5 µm²
  Syn Inst Count    69
  Sequential element share of the synthesized area    59.4%
  Top post-synthesis cells by area    sky130_fd_sc_hd__dfrtp_1 59%, sky130_fd_sc_hd__mux2_4 33%, sky130_fd_sc_hd__buf_12 4.5%
  Total of flip-flops plus latches after synthesis    32

Detailed routing
  Wire length per cell    13.5 µm
  Sum of routed wire length over all layers    3.27 mm
  Antenna violation net count after detailed routing    0
  Number of detailed-routing iterations run before antenna repair    4
  Drt via density    3.31
  DRC    0
  Violation tally from detailed-route iteration zero    18
  Number of diodes added for antenna fixing    0
  Routed via count    804

Job
  Reported max-cap violation count    0
  Number of OpenROAD warnings    25
## logic make-up (layout without fill, tap and decap cells)
logic type	after synthesis	count (layout)	share of synthesized area, %
flops	32	32	59.4
mux	32	32	35.1
buf+inv	5	77	5.57
## routing by layer
metal	vias to the layer above	wire length, µm	GRT usage [%]
li1	378	-	-
met1	373	1570	8.35
met2	51	1260	7.41
met3	2	421	2.95
met4	0	15	0.573
met5	-	0	0
## cells in the mapped netlist (all sizes together)
library cell / count
buf: 4
dfrtp: 32
inv: 1
mux2: 32
## tightest hold or removal path: stages
cell and delay [ps]:
sky130_fd_sc_hd__clkdlybuf4s50_1 400, sky130_fd_sc_hd__inv_1 90, sky130_fd_sc_hd__buf_12 210
## worst max path at each step
| stage | start | to | slack, ps | cells after the start |
|---|---|---|---|---|
| after global routing | out[22] | out[22] | 6 | 1 |
| after CTS | out[21] | out[21] | 40 | 1 |
| final | out[21] | out[21] | 70 | 1 |
## through the flow
stage | instances | total power, W
after floorplan | 69 | 0.00117
after global placement | 235 | 0.00146
after detailed placement | 235 | 0.00146
after CTS | 243 | 0.00217
after global routing | 243 | 0.00225
final | 243 | 0.00211
## power breakdown
| group | switching, W | leakage (nW) | internal, W |
|---|---|---|---|
| registers | 0.0000486 | 0.374 | 0.000950 |
| clock network | 0.000306 | 0.0455 | 0.000374 |
| logic | 0.0000891 | 0.536 | 0.000347 |
## layout make-up
cell class                      count  area (µm²)
Sequential cell                    32         801
Multi-Input combinational cell     32         473
Inverter                            1        3.75
Clock buffer                        8        90.1
Tap cell                          102         128
Timing Repair Buffer               68         696
Fill cell                         768        5460
Power figures rest on the tool's default switching activity, not on a simulated workload.
